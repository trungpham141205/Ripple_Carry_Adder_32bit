**./config.mk**
```make
export PLATFORM = sky130hd
export DESIGN_NAME = top
export DESIGN_NICKNAME = top
export VERILOG_FILES = /design/flow/design.v
export SDC_FILE = /design/flow/constraint.sdc
export NUM_CORES = 4
export LEC_CHECK = 1
export CORE_UTILIZATION = 50
```
**./constraint.sdc**
```tcl
current_design top

set clk_period 15.0
set clk_io_pct 0.2

create_clock -name clk0 -period $clk_period [get_ports {clk}]

set non_clock_inputs [all_inputs -no_clocks]
set_input_delay [expr $clk_period * $clk_io_pct] -clock clk0 $non_clock_inputs
set_output_delay [expr $clk_period * $clk_io_pct] -clock clk0 [all_outputs]
```
**./design.v**
```verilog
module fullAdder(
    input wire a, b, cin,
    output wire sum, cout
);
    assign sum = a ^ b ^ cin;
    assign cout = (a & b) | (a ^ b) & cin;
endmodule
module rippleCarryAdder32bit
#(parameter SIZE = 32)
(
    input wire [SIZE - 1:0] a, b,
    input wire cin,
    output wire [SIZE - 1:0]sum,
    output wire cout 
);
    wire [SIZE - 1:0] carry;
    fullAdder FA0(
        .a(a[0]),
        .b(b[0]),
        .cin(cin),
        .sum(sum[0]),
        .cout(carry[0])
    );
    genvar i;
    generate
        for(i = 1; i < SIZE; i = i + 1) begin : FA_i
            fullAdder FA(
                .a(a[i]),
                .b(b[i]),
                .cin(carry[i - 1]),
                .sum(sum[i]),
                .cout(carry[i])
            );
        end
    endgenerate
    assign cout = carry[SIZE - 1];
endmodule
`timescale 1ns/1ps
module top#(
    parameter CLKS_PER_BIT = 234,
    parameter integer SIZE = 32
)
(
    input wire clk,
    input wire rst_n,
    input wire uart_rx,
    output wire uart_tx
);
    wire rx_dv;
    wire [7:0] rx_byte_r;
    reg [2:0] rx_index_r;
    wire tx_active;
    wire tx_done;
    reg tx_dv_r;
    reg [7:0]tx_byte_r;
    reg [2:0]tx_index_r;
    reg tx_start_r;
    reg [31:0] sum_latched_r;
    reg cout_latched_r;
    reg [31:0] a_r, b_r;
    reg packet_done_r;
    uart_rx #(
        .CLKS_PER_BIT(CLKS_PER_BIT)
    ) dut_rx(
        .CLK(clk),
        .Rx_in(uart_rx),
        .Rx_DV_out(rx_dv),
        .Rx_Byte_out(rx_byte_r)
    );
    always @(posedge clk ) begin
        if(!rst_n) begin
            a_r <= 32'h0;
            b_r <= 32'h0;
            rx_index_r <= 3'd0;
            packet_done_r <= 1'b0;
        end
        else begin
            packet_done_r <= 1'b0;
            if(rx_dv) begin
                case (rx_index_r)
                    3'b000: a_r[7:0]    <= rx_byte_r;
                    3'b001: a_r[15:8]   <= rx_byte_r;
                    3'b010: a_r[23:16]  <= rx_byte_r;
                    3'b011: a_r[31:24]  <= rx_byte_r;
                    3'b100: b_r[7:0]    <= rx_byte_r;
                    3'b101: b_r[15:8]   <= rx_byte_r;
                    3'b110: b_r[23:16]  <= rx_byte_r;
                    3'b111: begin
                        b_r[31:24] <= rx_byte_r;
                        packet_done_r <= 1'b1;
                    end
                endcase
                rx_index_r <= (rx_index_r == 3'd7) ? 3'd0 : (rx_index_r + 3'd1);
            end
        end
    end
    wire [SIZE - 1:0] sum_w;
    wire cout_w;
    rippleCarryAdder32bit #(
        .SIZE(SIZE)
    ) dut_ripple (
        .a   (a_r),
        .b   (b_r),
        .cin (1'b0),
        .sum (sum_w),
        .cout(cout_w)
    );
    always @(posedge clk or negedge rst_n) begin
        if(!rst_n) begin
            sum_latched_r <= 32'h0;
            cout_latched_r <= 1'b0;
            tx_start_r <= 1'b0;
        end
        else begin
            tx_start_r <= 1'b0;
            if(packet_done_r) begin
                sum_latched_r <= sum_w;
                cout_latched_r <= cout_w;
                tx_start_r <= 1'b1;
            end
        end
    end
    always @(posedge clk or negedge rst_n) begin
        if(!rst_n) begin
            tx_dv_r <= 1'b0;
            tx_byte_r <= 8'h00;
            tx_index_r <= 3'd0;
        end
        else begin
            tx_dv_r <= 1'b0;
            if(tx_start_r && !tx_active) begin
                tx_index_r <= 3'd0;
                tx_byte_r <= sum_latched_r[7:0];
                tx_dv_r <= 1'b1;
            end
            else if(tx_done) begin
                case (tx_index_r)
                    3'd0: begin
                        tx_index_r <= 3'd1;
                        tx_byte_r <= sum_latched_r[15:8];
                        tx_dv_r <= 1'b1;
                    end 
                    3'd1: begin
                        tx_index_r <= 3'd2;
                        tx_byte_r <= sum_latched_r[23:16];
                        tx_dv_r <= 1'b1;
                    end
                    3'd2: begin
                        tx_index_r <= 3'd3;
                        tx_byte_r <= sum_latched_r[31:24];
                        tx_dv_r <= 1'b1;
                    end
                    3'd3: begin
                        tx_index_r <= 3'd4;
                        tx_byte_r  <= {7'b0, cout_latched_r}; 
                        tx_dv_r    <= 1'b1;
                    end
                    default:  begin
                        tx_index_r <= 3'd0;
                    end
                endcase
            end
        end
    end
    uart_tx #(
        .CLKS_PER_BIT(CLKS_PER_BIT)
    ) dut_tx(
        .CLK(clk),
        .Tx_DV_in(tx_dv_r),
        .Tx_Byte_in(tx_byte_r),
        .Tx_Active_out(tx_active),
        .Tx_out(uart_tx),
        .Tx_Done_out(tx_done)
    );
endmodule
`timescale 1ns/1ps
module uart_rx #(
	parameter CLKS_PER_BIT = 234
)
(
	input wire CLK,
	input wire Rx_in,
	output wire Rx_DV_out,
	output wire [7:0] Rx_Byte_out
);
	localparam  s_IDLE = 3'b000;
	localparam s_RX_START_BIT = 3'b001;
	localparam s_RX_DATA_BITS = 3'b010;
	localparam s_RX_STOP_BIT = 3'b011;
	localparam s_CLEANUP = 3'b100;
	reg [2:0] current_state_r = s_IDLE;
	reg [2:0] next_state_r;
	reg rx_data_temp_r = 1'b1;
	reg rx_data_r = 1'b1;
	reg [7:0]clock_count_r = 8'd0;
	reg [2:0]bit_index_r = 3'd0;
	reg [7:0]rx_byte_r = 8'd0;
	reg rx_dv_r = 1'b0;
	always @(posedge CLK) begin
		rx_data_temp_r <= Rx_in;
		rx_data_r <= rx_data_temp_r; 
	end
	always @(*) begin
		case (current_state_r)
			s_IDLE: begin
				if(rx_data_r == 1'b0) begin
					next_state_r = s_RX_START_BIT;
				end
				else begin
					next_state_r = s_IDLE;
				end
			end 
			s_RX_START_BIT: begin
				if(clock_count_r == (CLKS_PER_BIT - 1) / 2) begin
					if(rx_data_r == 1'b0) begin
						next_state_r = s_RX_DATA_BITS;
					end
					else begin
						next_state_r = s_IDLE;
					end
				end
				else begin
					next_state_r = s_RX_DATA_BITS;
				end
			end
			s_RX_DATA_BITS: begin
				if(clock_count_r < CLKS_PER_BIT - 1) begin
					next_state_r = s_RX_DATA_BITS;
				end
				else if(bit_index_r < 3'd7) begin
					next_state_r = s_RX_DATA_BITS;
				end
				else begin
					next_state_r = s_RX_STOP_BIT;
				end
			end
			s_RX_STOP_BIT: begin
				if(clock_count_r < CLKS_PER_BIT - 1) begin
					next_state_r = s_RX_STOP_BIT;
				end
				else begin
					next_state_r = s_CLEANUP;
				end
			end
			s_CLEANUP: begin
				next_state_r = s_IDLE;
			end
			default: begin
				next_state_r = s_IDLE;
			end 
		endcase
	end
	always @(posedge CLK) begin
		current_state_r <= next_state_r;
	end
	always @(posedge CLK) begin
		case (current_state_r) 
			s_IDLE: begin
				rx_dv_r <= 1'b0;
				clock_count_r <= 8'd0;
				bit_index_r <= 3'd0;
			end 
			s_RX_START_BIT: begin
				if(clock_count_r == (CLKS_PER_BIT - 1) / 2) begin
					if(rx_data_r == 1'b0) begin
						clock_count_r <= 8'd0;
					end
				end
				else begin
					clock_count_r <= clock_count_r + 1'b1;
				end
			end
			s_RX_DATA_BITS: begin
				if(clock_count_r < CLKS_PER_BIT - 1) begin
					clock_count_r <= clock_count_r + 1'b1;
				end
				else begin
					clock_count_r <= 8'd0;
                    rx_byte_r[bit_index_r] <= rx_data_r;
					if(bit_index_r < 3'd7) begin
						bit_index_r <= bit_index_r + 1'b1; 
					end
					else begin
						bit_index_r <= 3'd0;
					end
				end
			end
			s_RX_STOP_BIT: begin
				if(clock_count_r < CLKS_PER_BIT - 1) begin
					clock_count_r <= clock_count_r + 1'b1;
				end
				else begin
					rx_dv_r <= 1'b1;
					clock_count_r <= 8'd0;
				end
			end
			s_CLEANUP: begin
				rx_dv_r <= 1'b0;
			end
			default: begin
				rx_dv_r <= 1'b0;
				clock_count_r <= 8'd0;
				bit_index_r <= 3'd0;
			end 
		endcase
	end
	assign Rx_DV_out = rx_dv_r;
	assign Rx_Byte_out = rx_byte_r;
endmodule
`timescale 1ns/1ps
module uart_tx #(
    parameter CLKS_PER_BIT = 234
)
(
    input wire CLK,
    input wire Tx_DV_in,
    input wire [7:0] Tx_Byte_in,
    output wire Tx_Active_out,
    output reg Tx_out,
    output wire Tx_Done_out
);
    localparam s_IDLE = 3'b000;
    localparam s_TX_START_BIT = 3'b001;
    localparam s_TX_DATA_BITS = 3'b010;
    localparam s_TX_STOP_BIT = 3'b011;
    localparam s_CLEANUP = 3'b100;
    reg [2:0] current_state_r = s_IDLE;
    reg [2:0] next_state_r;
    reg [7:0] clock_count_r = 8'd0;
    reg [2:0] bit_index_r = 3'd0;
    reg [7:0] tx_data_r = 8'd0;
    reg tx_done_r = 1'b0;
    reg tx_active_r = 1'b0;
    always @(*) begin
        case (current_state_r)
            s_IDLE: begin
                if(Tx_DV_in == 1'b1) begin
                    next_state_r = s_TX_START_BIT;
                end
                else begin
                    next_state_r = s_IDLE;
                end
            end 
            s_TX_START_BIT: begin
                if(clock_count_r < CLKS_PER_BIT - 1) begin
                    next_state_r = s_TX_START_BIT;
                end
                else begin
                    next_state_r = s_TX_DATA_BITS;
                end
            end
            s_TX_DATA_BITS: begin
                if(clock_count_r < CLKS_PER_BIT - 1) begin
                    next_state_r = s_TX_DATA_BITS;
                end
                else if(bit_index_r < 3'd7) begin
                    next_state_r = s_TX_DATA_BITS;
                end
                else begin
                    next_state_r = s_TX_STOP_BIT;
                end
            end
            s_TX_STOP_BIT: begin
                if(clock_count_r < CLKS_PER_BIT - 1) begin
                    next_state_r = s_TX_STOP_BIT;
                end
                else begin
                    next_state_r = s_CLEANUP;
                end
            end
            s_CLEANUP: begin
                next_state_r = s_IDLE;
            end
            default: begin
                next_state_r  = s_IDLE;
            end 
        endcase
    end
    always @(posedge CLK) begin
        current_state_r <= next_state_r;
    end
    always @(posedge CLK) begin
        case (current_state_r)
            s_IDLE: begin
                Tx_out <= 1'b1;
                tx_done_r <= 1'b0;
                clock_count_r <= 1'b0;
                bit_index_r <= 3'd0;
                if(Tx_DV_in == 1'b1) begin
                    tx_active_r <= 1'b1;
                    tx_data_r <= Tx_Byte_in;
                end
                else begin
                    tx_active_r <= 1'b0;
                end
            end 
            s_TX_START_BIT: begin
                Tx_out <= 1'b0;
                if(clock_count_r < CLKS_PER_BIT - 1) begin
                    clock_count_r <= clock_count_r + 1'b1;
                end
                else begin
                    clock_count_r <= 8'd0;
                end
            end
            s_TX_DATA_BITS: begin
                Tx_out <= tx_data_r[bit_index_r];
                if(clock_count_r < CLKS_PER_BIT - 1) begin
                    clock_count_r <= clock_count_r + 1'b1;
                end
                else begin
                    clock_count_r <= 8'd0;
                    if(bit_index_r < 3'd7) begin
                        bit_index_r <= bit_index_r + 1'b1;
                    end
                    else begin
                        bit_index_r <= 3'd0;
                    end
                end
            end
            s_TX_STOP_BIT: begin
                Tx_out <= 1'b1;
                if(clock_count_r < CLKS_PER_BIT - 1) begin
                    clock_count_r <= clock_count_r + 1'b1;
                end
                else begin
                    clock_count_r <= 8'd0;
                    tx_active_r <= 1'b0;
                end
            end
            s_CLEANUP: begin
                tx_done_r <= 1'b1;
            end
            default: begin
                Tx_out <= 1'b1;
                tx_done_r <= 1'b0;
                clock_count_r <= 8'd0;
                bit_index_r <= 3'd0;
                tx_active_r <= 1'b0;
            end 
        endcase
    end
    assign Tx_Active_out = tx_active_r;
    assign Tx_Done_out = tx_done_r;
endmodule
```
**./run.sh**
```bash
#!/bin/bash
# OpenROAD 26Q1-2900-gdf79404cd8, Yosys 0.63+post, stock flow scripts
make -C /OpenROAD-flow-scripts/flow DESIGN_CONFIG=/design/flow/config.mk WORK_HOME=/design/flow/orfs finish
```
==> flow_summary.ini <==
; generated from flow reports
[status]
status = complete, no violations

[yosys]
avgSynthCellArea_um2 = 11.4
synth_area_leader_cell = dfxtp_1
syn_inst = 677
ys.flop_type = dfxtp_1
ys.flops = 166
syn_area_mm2 = 0.00773
yosys_area_mm2 = 0.00773
synth_warnings = 3
synth.area.top_cells = dfxtp_1 (20%), edfxtp_1 (16%), dfrtp_1 (15%)
synth.distinct_cells = 51
postSynthSeqShare = 0.515
synth_stat.cells = 677
synth-edff-count = 42
synth_top_area_share = 0.197
synthArstFlopShare = 0.289

[worst_setup_path]
arrival_ns = 13.20
crit_family = adder cells
end_kind = register
cpMaxStageDelayCell = fa_1
crit_type = register to register
worstPathBufferInverterCount = 1
critPathRequiredTime_ns = 15.34
cpMostUsedCell = fa_1
cp_slowest_stage_delay_ns = 0.44
cp-start-kind = register
cp_max_fo = 2

[layout]
mostFrequentLayoutCells = dfxtp_1 (76), nand2_1 (70), nand3_1 (57), dfrtp_1 (47)
area_growth_pct = 9.43
num-fill-cells = 1230
lay_top_count = dfxtp_1
design_area_mm2 = 0.00846
layout-drive-gt1-share = 0.114

[clock_network]
cts_sinks = 166
numCtsBuffers = 17
post_cts_buffers = 0
cts_htree_levels = 4
cts_resized = 0
cts_tree = done
postCtsHoldBufs = 0
cts.clk_slew.worst_paths_ns = 0.06
clk_path_buf_depth = 2
clkLatencyLatePin_ns = 0.41
root_buffer = clkbuf_16

[detailed_routing]
n_antenna_cell = 0
drc = 0
drt-wirelength-per-cell_um = 16.8
routed_wl_um = 14500
via_count = 4768
drt_iter0_drc = 324
drt.antenna.violating_nets = 0
first_pass_iters = 6
viasPerCell = 5.51

[global_routing]
grt_pass1_wl_um = 24600
grt_usage = 0.207
grt_overflow = 0
grt_max_degree = 72
grt_antenna_before_repair = 0
grt_pass1_vias = 4765

[floorplanning]
die_y_um = 126
rows = 45
initCoreUtil = 0.511
chip_area_mm2 = 0.0160
pin_count = 4
die_w_um = 126
coreArea_mm2 = 0.0151

[power]
p_leak_nw = 3.59
powerDensity_mw_per_mm2 = 129
max-vdd-ir-drop_mv = 0.109

[placed_design]
routabilityCongestion = 0.827
io_buffer_count = 3
place_area_mm2 = 0.00787
dp_hpwl_um = 9970
place_ws_ns = 2.13

[sta]
finalHoldViolations = 0
fin_crit_sh = 0.858
slew_headroom = 0.375
fin_skew_ns = 0.00717
min_period_ns = 12.87
clock.fmax_ghz = 0.0777
rsz0062_at_grt = false
drv_slew = 0
worstMarginPinSlew_ns = 0.935
setup_viol = 0
tns_ns = 0
setup_ws_ns = 2.13

[run]
warnings = 34
maxCapViolations = 0

[hold_path]
hold_path.class = register to register
## per-layer routing
layer | GRT usage | up-vias | part of all wire
met4 | 0.0163 | 0 | 0.0061
li1 | - | 2348 | -
met1 | 0.363 | 2309 | 0.50
met5 | 0 | - | 0
met2 | 0.291 | 106 | 0.44
met3 | 0.0572 | 5 | 0.061
## synth_stat cells, drive strengths merged, types with 2 or more instances
cell type	n
and2	5
and3	6
nor4	4
o21bai	2
buf	11
o21ai	15
fa	31
a21oi	12
nor2	31
nand3	57
a21boi	42
mux2	37
nand3b	2
dfrtp	47
nor3	6
a22o	2
a22oi	7
nand2	70
mux4	2
a222oi	8
nor3b	3
a21o	2
ha	16
inv	19
edfxtp	42
xnor2	10
o22a	2
xor2	6
mux2i	31
nand2b	5
dfxtp	76
clkbuf	27
nor2b	29
## layout make-up
type	instances	area [um2]	share of cell area
sequential	166	3990	0.471
multi-input combinational	454	3520	0.416
clock buffer	30	554	0.0655
tap	188	235	0.0278
inverter	19	71.3	0.00843
timing repair buffer	7	57.6	0.00680
clock inverter	2	35.0	0.00414
## power breakdown
group	total, W	leakage, nW	internal (W)	switching [W]
Sequential	0.000529	1.74	0.000496	0.0000335
Combinational	0.000139	1.56	0.0000571	0.0000823
Clock	0.000426	0.291	0.000264	0.000161
Total	0.00109	3.59	0.000817	0.000277
## cell families (layout without fill, tap and decap cells)
kind of cell / after synthesis / in the layout / share of synthesized area
xor+xnor: 16 / 16 / 0.0181
simple gates: 222 / 222 / 0.139
fa+ha+maj: 47 / 47 / 0.106
flops: 166 / 166 / 0.515
buf+inv: 57 / 58 / 0.0290
mux: 70 / 70 / 0.0998
compound gates: 99 / 99 / 0.0927
## worst paths after layout
path / from / endpoint / slack, ns / depth (start not counted)
max reg2reg: a_r[0] / sum_latched_r[31] / 2.13 / 34
min: dut_rx.rx_data_temp_r / dut_rx.rx_data_r / 0.33 / 0
min in group asynchronous: rst_n / tx_dv_r / 2.62 / 1
min reg2reg: dut_rx.rx_data_temp_r / dut_rx.rx_data_r / 0.33 / 0
max: a_r[0] / sum_latched_r[31] / 2.13 / 34
max in group asynchronous: rst_n / tx_byte_r[1] / 11.42 / 2
## through the flow
step           std cells  total power, W   util  hold slack, ns
2_1_floorplan        677        0.000636      -           0.310
3_3_place_gp         834        0.000672  0.520           0.314
3_5_place_dp         834        0.000676  0.520           0.316
4_1_cts              866         0.00110  0.559           0.331
5_1_grt              866         0.00115  0.559           0.332
6_report             866         0.00109  0.559           0.327
## sequential cells by signal, indices dropped and copies added, names as in the netlist, 5 cells and up
signal / count
a_r: 32
b_r: 32
dut_rx.clock_count_r: 8
dut_rx.rx_byte_r: 8
dut_tx.clock_count_r: 8
dut_tx.tx_data_r: 8
sum_latched_r: 32
tx_byte_r: 8
tx_index_r: 5
No activity file was given, so power comes from the tool's default toggle rates.
